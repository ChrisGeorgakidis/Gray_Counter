==> /design/flow/design.v <==
module debounce (clk, reset, noisy, clean);
parameter DEBOUNCE = 1000000;	 
parameter DELAY = 100000000;	 
input wire clk, reset, noisy;
output reg clean;
reg [27:0] count;
reg [27:0]delay;
reg [2:0]step;
always @ (posedge clk or posedge reset) begin
	if(reset == 1) begin
		clean 		<= 1'b0;
		count		<= 20'd0;
		delay		<= DEBOUNCE;	 
		step		<= 3'b0;
	end
	else begin
		if (noisy == 1'b1) begin
			if (count == delay) begin	 
				clean		<= 1'b1;
				count		<= 20'd0;
				if (step == 0) begin
					delay <= DELAY;		 
					step <= step + 3'b1;
				end
				else if (step < 4) begin
					delay <= delay >> 1;	 
					step <= step + 3'b1;
				end
			end
			else begin
				clean <= 1'b0;
				count <= count + 20'd1;
			end
		end
		else begin
			clean 		<= 1'b0;
			count		<= 20'd0;
			delay		<= DEBOUNCE;	 
			step		<= 3'b0;
		end
	end
end
endmodule
==> /design/flow/run.sh <==
#!/bin/bash
# OpenROAD 26Q1-2900-gdf79404cd8, Yosys 0.63+post, stock flow scripts
make -C /OpenROAD-flow-scripts/flow DESIGN_CONFIG=/design/flow/config.mk WORK_HOME=/design/flow/orfs finish
==> /design/flow/config.mk <==
export PLATFORM = sky130hd
export DESIGN_NAME = debounce
export DESIGN_NICKNAME = debounce
export VERILOG_FILES = /design/flow/design.v
export SDC_FILE = /design/flow/constraint.sdc
export NUM_CORES = 4
export LEC_CHECK = 1
export CORE_UTILIZATION = 40
==> /design/flow/constraint.sdc <==
current_design debounce

set clk_period 4.4
set clk_io_pct 0.2

create_clock -name clk0 -period $clk_period [get_ports {clk}]

set non_clock_inputs [all_inputs -no_clocks]
set_input_delay [expr $clk_period * $clk_io_pct] -clock clk0 $non_clock_inputs
set_output_delay [expr $clk_period * $clk_io_pct] -clock clk0 [all_outputs]
==> out/results.ini <==
[status]
status = finished, final reports clean

[global_route]
grt_pass1_vias = 2204
grt_pass1_wl_microns = 12000
antenna_found_initial = 0
grt_usage = 0.188
gr-total-overflow = 0
grt_max_degree = 60

[drt]
post_drt_via_cell_ratio = 5.52
antenna_left = 0
wl_microns = 7050
drt-initial-drc-count = 145
diodes = 0
via_count = 2372
post_drt_wl_per_cell_microns = 16.4
drc = 0
first_pass_iters = 4

[pwr]
internal_power_mw = 0.772
vdd_drop_max_v = 0.000130
switching_share = 0.240
switchingPower_mw = 0.244
p_clk_frac = 0.423
comb_power_share = 0.038
leakagePower_nw = 1.65
p_per_area_nw_per_um2 = 291
seqPwrFrac = 0.539
power.total_mw = 1.02

[critical_path]
crit_required_ns = 4.62
end_kind = register
cp_max_fo = 16
crit_type = register to register
critPathArrivalTime_ns = 2.72
start_kind = register

[logic_synthesis]
synth_cell_types = 39
topCellsByArea = dfrtp_1, xor2_1, dfstp_2, nand2_1, a41o_1
syn_avg_cell_area_sq_um = 10.0
largest_area_cell = dfrtp_1
flop_cell = dfrtp_1
top_cell = dfrtp_1
common_cells = dfrtp_1, xor2_1, nand2_1
syn_area_sq_um = 3240
ys_cells = 323
synth-seq-cells = 59
top_area_frac = 0.401
yosysSeqAreaShare = 0.458
yosysWarnings = 1
syn_inst = 323
synthArstFlopShare = 1.00
synth-edff-count = 0
synth-area-yosys_sq_um = 3240

[clocking]
clock_sinks = 59
cts_tree = yes
htreeDepth = 3
root_buffer = clkbuf_8
post_cts_buffers = 0
clk_pin_slew_ns = 0.07
numCtsBuffers = 9
cts_resized = 0
clock_path_buffers = 2
postCtsHoldBufs = 0
clock_latency_ns = 0.34

[floorplan]
die_y_microns = 92.1
initial_core_util = 0.418
die_x_microns = 92.1
rows = 32
core_sq_um = 7770
die_area_sq_um = 8480
top_level_ports = 4

[place]
dpl.hpwl_microns = 4570
gp_congestion = 0.809
port-buffer-count = 3

[timing]
final.min_clock_period_ns = 2.50
tns_ns = 0
max_freq_ghz = 0.401
tightest_slew_ns = 0.770
rsz0062_at_grt = no
setup_violations = 0
fin_skew_ns = 0.0103
relSlewSlack = 0.485
drv_slew = 0
final_hold_viol_count = 0
period_used_share = 0.567

[finish]
postLayoutCoreUtil = 0.451
nFillCells = 717
drive_above_1_share = 0.143
area_growth_pct = 7.87

[hold_path]
holdCritPathClass = register to register

[run]
max_cap_viol_count = 0
stage_log_warnings = 26

metrics by stage:
| step | instance area (sq um) | setup WS [ns] | std cells | hold slack, ns |
|---|---|---|---|---|
| 5_1_grt | 3500 | 1.70 | 430 | 0.581 |
| 6_report | 3500 | 1.90 | 430 | 0.536 |
| 4_1_cts | 3500 | 1.87 | 430 | 0.538 |
| 3_5_place_dp | 3340 | 1.63 | 414 | 0.533 |
| 3_3_place_gp | 3340 | 1.67 | 414 | 0.529 |
| 2_1_floorplan | 3240 | 2.08 | 323 | 0.480 |
layout make-up:
class / instances / area (sq um) / share of cell area
multi-input cells: 236 / 1630 / 0.464
well taps: 102 / 128 / 0.0365
repair buffers: 7 / 60.1 / 0.0172
clock buffers: 13 / 149 / 0.0425
clock inverters: 3 / 15.0 / 0.00429
flip-flops and latches: 59 / 1490 / 0.424
inverters: 10 / 37.5 / 0.0107
power groups by stage:
stage	combinational [mW]	sequential, mW	clock [mW]
after CTS	0.0400	0.548	0.439
after global routing	0.0450	0.548	0.462
final	0.0389	0.548	0.430
flip-flops by register name, summed over array words and instances, names as in the netlist:
name / cells
clean: 1
count: 28
delay: 27
step: 3
layout by cell type (no fill, tap or decap), types with 5 or more instances in the layout:
cell      instances
clkbuf_8         10
xor2_1           41
nor2_1           19
nor3_1            6
dfrtp_1          52
inv_1             9
nor4_2            5
o21ai_0          16
a21oi_1          16
xnor2_1          11
dfstp_2           7
nor2_2           11
nand4_1          12
a41o_1           11
nand2_1          34
and3_1            6
mux2i_1          10
nand3_1           7
worst paths after layout:
| path | cells past startpoint | start | slack [ns] | end |
|---|---|---|---|---|
| min | 1 | count[0] | 0.54 | count[0] |
| max in group asynchronous | 3 | reset | 2.81 | count[23] |
| min reg2reg | 1 | count[0] | 0.54 | count[0] |
| min in group asynchronous | 3 | reset | 1.06 | count[0] |
| max | 5 | count[6] | 1.90 | delay[6] |
| max reg2reg | 5 | count[6] | 1.90 | delay[6] |
cell families after synthesis:
group	share of synthesized area
AND-OR/OR-AND	0.106
XOR/XNOR	0.140
adder cells (fa/ha/maj)	0.0116
buffers and inverters	0.0413
flip-flops	0.458
multiplexers	0.0309
AND/OR/NAND/NOR	0.213
critical path, cell delays in order, from the launching register on:
cell and delay [ns]:
dfrtp_1 0.47, xor2_1 0.18, nor4_1 0.42, and4b_1 0.72, nand2_4 0.23, o311ai_0 0.36
layer usage:
metal  wire, microns  up-vias  global-route usage
met2            3080       54               0.257
met3             324        7              0.0498
li1                -     1134                   -
met4              74        0              0.0195
met5               0        -                   0
met1            3570     1177               0.318
No activity file was given, so power comes from the tool's default toggle rates.
