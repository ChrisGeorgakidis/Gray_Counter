## flow/run.sh

```bash
#!/bin/bash
# OpenROAD 26Q1-2900-gdf79404cd8, Yosys 0.63+post, stock flow scripts
make -C /OpenROAD-flow-scripts/flow DESIGN_CONFIG=/design/flow/config.mk WORK_HOME=/design/flow/orfs finish
```

## flow/config.mk

```make
export PLATFORM = sky130hd
export DESIGN_NAME = gray_4bits
export DESIGN_NICKNAME = gray_4bits
export VERILOG_FILES = /design/flow/design.v
export SDC_FILE = /design/flow/constraint.sdc
export NUM_CORES = 4
export LEC_CHECK = 1
export CORE_AREA = 10 10 70 70
export DIE_AREA = 0 0 80 80
```

## flow/constraint.sdc

```tcl
current_design gray_4bits

set clk_period 1.2
set clk_io_pct 0.2

create_clock -name clk0 -period $clk_period [get_ports {clk}]

set non_clock_inputs [all_inputs -no_clocks]
set_input_delay [expr $clk_period * $clk_io_pct] -clock clk0 $non_clock_inputs
set_output_delay [expr $clk_period * $clk_io_pct] -clock clk0 [all_outputs]
```

## flow/design.v

```verilog
module gray_4bits (clk, reset, gray_out);
input wire clk, reset;
output wire [3:0]gray_out;
reg [3:0]state;
assign gray_out = state;
always @(posedge clk or posedge reset)
begin
	if (reset == 1'b1) begin
		state <= 4'b0000;
	end
	else begin
		case (gray_out)
			4'b0000: state <= 4'b0001;
			4'b0001: state <= 4'b0011;
			4'b0011: state <= 4'b0010;
			4'b0010: state <= 4'b0110;
			4'b0110: state <= 4'b0111;
			4'b0111: state <= 4'b0101;
			4'b0101: state <= 4'b0100;
			4'b0100: state <= 4'b1100;
			4'b1100: state <= 4'b1101;
			4'b1101: state <= 4'b1111;
			4'b1111: state <= 4'b1110;
			4'b1110: state <= 4'b1010;
			4'b1010: state <= 4'b1011;
			4'b1011: state <= 4'b1001;
			4'b1001: state <= 4'b1000;
			4'b1000: state <= 4'b0000;
			default: state <= 4'b0000;
		endcase
	end
end
endmodule
```

==> job_summary.md <==
## PnR job results

| Metric | Value |
|---|---|
| CTS Buf Count | 3 |
| Critical path, cell by cell | dlygate4sd2_1 |
| DP Wirelength | 345 um |
| Chip Width | 80 um |
| CTS tree | built |
| Hold_buf cts | 0 |
| Routed len/inst | 6.58 um |
| Starting DRT DRC Count | 0 |
| Clk slew on worst S/H paths | 40 ps |
| Initial Util | 4.76% |
| Setup Viol. Count Final | 0 |
| Worst Setup Path Type | reg -> out |
| Least-Margin Pin Slew | 217 ps |
| Yosys stat area | 163 um2 |
| RePlAce Congestion | 0.677 |
| Worst hold margin | 191 ps |
| Diode count | 0 |
| Drt total wl | 480 um |
| Vias per cell | 2.05 |
| Critical path arrival | 880 ps |
| Clk sinks | 4 |
| CORE AREA | 3420 um2 |
| Area Growth Syn to Fin | 100% |
| Max clock buf depth | 2 |
| Largest net degree at the start of global routing | 5 |
| Initial antenna violation count | 0 |
| CP top delay family | flip-flops |
| Ratio of cells with drive above 1 in the final layout | 29.6% |
| Biggest area cells | dfrtp_1, inv_1, mux2i_1 |
| Max Freq | 893 MHz |
| Setup tns final | 0 ps |
| Vias | 150 |
| CP startpoint kind | flop |
| Tool warning count | 25 |
| Placed cell count | 67 |
| Routed Antenna Nets | 0 |
| Chip area | 6400 um2 |
| Reg2Reg Depth | 4 |
| Mean Syn Cell Area | 11.6 um2 |
| Leak | 0.168 nW |
| Slowest CP cell | dfrtp_1 |
| Crit path buffers/inverters | 1 |
| Final Cell Area | 325 um2 |
| Post-synth cell types | 8 |
| Max_cap viols | 0 |
| First-pass GRT wire length | 807 um |
| Finished Layout Cells | 73 |
| Post-synth top area share | 61.5% |
| Clock skew | 7.34 ps |
| Reg2reg start | state[3]$_DFF_PP0_ |
| Final Cycle Share | 93.3% |
| GRT Total Usage | 1.65% |
| Max incr delay on CP | 380 ps |
| Final Max-Slew Violation Tally | 0 |
| Grt ovf | 0 |
| CP endpoint kind | output port |
| Hold Fails Final Rpt | 0 |
| Status | complete, no violations |
| Vias in the first global route | 169 |
| Cells after Synth | 14 |
| Residual DRC | 0 |
| Utilization after layout | 9.52% |
| Final Power | 0.306 mW |
| Top Ports | 6 |
| Req. time, crit path | 960 ps |
| Number of buffers added on ports | 5 |
| Worst rel slew slack | 85.5% |
| Cell row count | 21 |
| VDD IR max | 0.000602 V |
| Height of the die | 80 um |
| Post-synth top area cell | dfrtp_1 |
| Clock root cell | clkbuf_4 |
| Crit path max fanout | 2 |
| Fill count | 412 |
| Top cell excl fill/tap | buf_4 |
| P per Cell Area | 942 nW/um2 |
| Min-Delay Path Class | in -> async |
| Yosys Instances | 14 |
| Clk ins delay skew pair | 240 ps |
| DP Area | 285 um2 |
| 1st-pass router iterations | 1 |
| Post-Synthesis Cell Area | 163 um2 |
| CTS H-tree depth | 1 |
| Seq cells post-synth | 4 |
| Min cycle time layout | 1120 ps |
| Post-Place Setup Slack | 77.3 ps |
| Stages on the worst setup path | 1 |
| Top cells excl fill/tap | buf_4, dfrtp_1, dlygate4sd2_1 |
| Min setup slack post-route | 80.1 ps |
| Seq share, synth | 61.5% |
| Unrepaired setup endpoints after global routing | false |
| Synth Warn # | 1 |
| Reg-to-reg slack, setup | 80 ps |
-- routing by layer --
metal  global-route usage, %  share of wire, %
met5                       0                 0
met4                   0.352                 0
met3                    1.14               9.8
met2                    1.69                26
met1                    2.54                64
-- how the worst max path moves through the flow --
| stage | startpoint | end |
|---|---|---|
| finish | state[3]$_DFF_PP0_ | gray_out[3] |
| CTS | state[3]$_DFF_PP0_ | gray_out[3] |
| global route | state[3]$_DFF_PP0_ | flop |
-- Yosys cell counts --
| cell | n |
|---|---|
| xor2_1 | 1 |
| xnor2_1 | 1 |
| inv_1 | 3 |
| nand2b_1 | 1 |
| o21ai_0 | 2 |
| dfrtp_1 | 4 |
| mux2i_1 | 1 |
| o31ai_1 | 1 |
-- power by group --
| group | total [mW] | internal, mW | switching, mW |
|---|---|---|---|
| Sequential | 0.136 | 0.136 | 0 |
| Clock | 0.165 | 0.112 | 0.0532 |
| Combinational | 0.00589 | 0.00305 | 0.00284 |
-- final cells by class --
cell class                 instances  area [um2]  share of cell area (%)
clock buffer                       3        22.5                    6.92
inverter                           3        11.3                    3.46
multi-input combinational          7        51.3                    15.8
sequential                         4         100                    30.8
tap                               46        57.6                    17.7
timing repair buffer              10        82.6                    25.4
-- kinds of logic (layout without fill, tap and decap cells) --
| family | count (synthesis) | count (layout) | share of synthesized area, % |
|---|---|---|---|
| muxes | 1 | 1 | 6.15 |
| DFF | 4 | 4 | 61.5 |
| xor gates and xnor gates | 2 | 2 | 10.8 |
| AOI/OAI and AO/OA | 3 | 3 | 10.8 |
| buffers and inverters | 3 | 16 | 6.92 |
| and+or+nand+nor | 1 | 1 | 3.85 |
-- repair_timing --
item,4_1_cts,5_1_grt
gates resized,4,0
setup endpoints to repair,4,0
buffers inserted,3,0
No activity file was given, so power comes from the tool's default toggle rates.
